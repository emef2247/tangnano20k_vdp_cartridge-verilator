### config.mk
export PLATFORM = sky130hd
export DESIGN_NAME = ip_sdram_tangnano20k_c
export DESIGN_NICKNAME = ip_sdram_tangnano20k_c
export VERILOG_FILES = /design/flow/design.v
export SDC_FILE = /design/flow/constraint.sdc
export NUM_CORES = 4
export LEC_CHECK = 1
export CORE_UTILIZATION = 40
### constraint.sdc
current_design ip_sdram_tangnano20k_c

set clk_period 7.0
set clk_io_pct 0.2

create_clock -name clk0 -period $clk_period [get_ports {clk}]
create_clock -name clk1 -period $clk_period [get_ports {clk_sdram}]

set non_clock_inputs [all_inputs -no_clocks]
set_input_delay [expr $clk_period * $clk_io_pct] -clock clk0 $non_clock_inputs
set_output_delay [expr $clk_period * $clk_io_pct] -clock clk0 [all_outputs]
### design.v
module ip_sdram_tangnano20k_c #(
	parameter		FREQ = 85_909_080
) (
	input				reset_n,
	input				clk,
	input				clk_sdram,
	output				sdram_init_busy,
	input	[22:2]		bus_address,
	input				bus_valid,
	input				bus_write,
	input				bus_refresh,
	input	[31:0]		bus_wdata,
	input	[3:0]		bus_wdata_mask,
	output	[31:0]		bus_rdata,
	output				bus_rdata_en,
	output				O_sdram_clk,
	output				O_sdram_cke,
	output				O_sdram_cs_n,
	output				O_sdram_ras_n,
	output				O_sdram_cas_n,
	output				O_sdram_wen_n,
	inout	[31:0]		IO_sdram_dq,
	output	[10:0]		O_sdram_addr,
	output	[ 1:0]		O_sdram_ba,
	output	[ 3:0]		O_sdram_dqm
);
	localparam	[3:0]	c_sdr_command_mode_register_set		= 4'b0000;
	localparam	[3:0]	c_sdr_command_refresh				= 4'b0001;
	localparam	[3:0]	c_sdr_command_precharge_all			= 4'b0010;
	localparam	[3:0]	c_sdr_command_activate				= 4'b0011;
	localparam	[3:0]	c_sdr_command_write					= 4'b0100;
	localparam	[3:0]	c_sdr_command_read					= 4'b0101;
	localparam	[3:0]	c_sdr_command_burst_stop			= 4'b0110;
	localparam	[3:0]	c_sdr_command_no_operation			= 4'b0111;
	localparam	[3:0]	c_sdr_command_deselect				= 4'b1111;
	localparam	[4:0]	c_init_state_begin_first_wait		= 5'd0;
	localparam	[4:0]	c_init_state_first_wait				= 5'd1;
	localparam	[4:0]	c_init_state_send_precharge_all		= 5'd2;
	localparam	[4:0]	c_init_state_wait_precharge_all		= 5'd3;
	localparam	[4:0]	c_init_state_send_refresh_all1		= 5'd4;
	localparam	[4:0]	c_init_state_wait_refresh_all1		= 5'd5;
	localparam	[4:0]	c_init_state_send_refresh_all2		= 5'd6;
	localparam	[4:0]	c_init_state_wait_refresh_all2		= 5'd7;
	localparam	[4:0]	c_init_state_send_mode_register_set	= 5'd8;
	localparam	[4:0]	c_init_state_wait_mode_register_set	= 5'd9;
	localparam	[4:0]	c_main_state_ready					= 5'd10;
	localparam	[4:0]	c_main_state_activate				= 5'd11;
	localparam	[4:0]	c_main_state_nop1					= 5'd12;
	localparam	[4:0]	c_main_state_nop2					= 5'd13;
	localparam	[4:0]	c_main_state_read_or_write			= 5'd14;
	localparam	[4:0]	c_main_state_nop3					= 5'd15;
	localparam	[4:0]	c_main_state_data_fetch				= 5'd16;
	localparam	[4:0]	c_main_state_finish					= 5'd17;
	localparam	[4:0]	c_main_state_nop4					= 5'd18;
	localparam	[4:0]	c_main_state_nop5					= 5'd19;
	localparam	[4:0]	c_main_state_nop6					= 5'd20;
	localparam	[4:0]	c_main_state_nop7					= 5'd21;
	localparam	[4:0]	c_main_state_finish2				= 5'd22;
	localparam CLOCK_TIME		= 1_000_000_000 / FREQ;
	localparam TIMER_COUNT		= 300_000 / CLOCK_TIME;
	localparam TIMER_BITS		= $clog2(TIMER_COUNT + 1);
	localparam REFRESH_COUNT	= 15_000 / CLOCK_TIME;
	localparam REFRESH_BITS		= $clog2(REFRESH_COUNT + 1);
	localparam REFRESH_NONE		= 10_000 / CLOCK_TIME;
	reg		[ 4:0]				ff_main_state;
	reg		[TIMER_BITS-1:0]	ff_main_timer;
	wire						w_end_of_main_timer;
	reg							ff_sdr_ready;
	reg							ff_do_main_state;
	reg							ff_do_refresh;
	reg		[ 3:0]				ff_sdr_command;
	reg		[ 1:0]				ff_sdr_bank;
	reg		[10:0]				ff_sdr_address;
	reg		[31:0]				ff_sdr_write_data;
	reg		[ 3:0]				ff_sdr_dq_mask;
	reg		[31:0]				ff_sdr_read_data;
	reg							ff_sdr_read_data_en;
	reg							ff_do_command;
	reg							ff_write;
	reg		[31:0]				ff_wdata;
	reg		[ 3:0]				ff_wdata_mask;
	reg		[ 1:0]				ff_bank;
	reg		[10:0]				ff_row_address;
	reg		[ 7:0]				ff_col_address;
	wire						w_busy;
	reg							ff_initial_finish;
	always @( posedge clk ) begin
		if( !reset_n ) begin
			ff_do_command	<= 1'b0;
			ff_write		<= 1'b0;
			ff_wdata		<= 32'd0;
			ff_wdata_mask	<= 4'd0;
			ff_bank			<= 2'd0;
			ff_row_address	<= 11'd0;
			ff_col_address	<= 8'd0;
			ff_do_refresh	<= 1'b0;
		end
		else if( (ff_main_state == c_main_state_ready) && (bus_valid || bus_refresh) ) begin
			ff_do_command	<= 1'b1;
			ff_do_refresh	<= bus_refresh;
			ff_write		<= bus_write;
			ff_wdata		<= bus_wdata;
			ff_wdata_mask	<= bus_wdata_mask;
			ff_bank			<= bus_address[22:21];
			ff_row_address	<= bus_address[20:10];
			ff_col_address	<= bus_address[9:2];
		end
		else if( (ff_main_state == c_main_state_finish) || (ff_main_state == c_main_state_finish2) ) begin
			ff_do_command	<= 1'b0;
			ff_do_refresh	<= 1'b0;
			ff_write		<= 1'b0;
		end
	end
	always @( posedge clk ) begin
		if( !reset_n ) begin
			ff_main_state		<= c_init_state_begin_first_wait;
			ff_do_main_state	<= 1'b0;
		end
		else begin
			case( ff_main_state )
			c_init_state_begin_first_wait:
				ff_main_state	<= c_init_state_first_wait;
			c_init_state_send_precharge_all:
				ff_main_state	<= c_init_state_wait_precharge_all;
			c_init_state_send_refresh_all1:
				ff_main_state	<= c_init_state_wait_refresh_all1;
			c_init_state_send_refresh_all2:
				ff_main_state	<= c_init_state_wait_refresh_all2;
			c_init_state_send_mode_register_set:
				ff_main_state	<= c_init_state_wait_mode_register_set;
			c_main_state_ready:
				if( bus_valid || bus_refresh ) begin
					ff_main_state		<= c_main_state_activate;
				end
			c_main_state_activate:
				begin
					ff_main_state		<= c_main_state_nop1;
					ff_do_main_state	<= 1'b1;
				end
			c_main_state_read_or_write:
				begin
					if( ff_do_refresh ) begin
						ff_main_state		<= c_main_state_nop4;
					end
					else begin
						ff_main_state		<= c_main_state_nop3;
					end
				end
			c_main_state_finish, c_main_state_finish2:
				begin
					ff_main_state		<= c_main_state_ready;
					ff_do_main_state	<= 1'b0;
				end
			default:
				if( (!ff_sdr_ready && w_end_of_main_timer) || (ff_sdr_ready && ff_do_main_state) ) begin
					ff_main_state	<= ff_main_state + 5'd1;
				end
			endcase
		end
	end
	always @( posedge clk ) begin
		if( !reset_n ) begin
			ff_initial_finish	<= 1'b0;
		end
		else if( w_end_of_main_timer && ff_main_state == c_init_state_first_wait ) begin
			ff_initial_finish	<= 1'b1;
		end
	end
	assign w_busy			= ff_do_command;
	assign sdram_init_busy	= !ff_sdr_ready;
	always @( posedge clk ) begin
		if( !reset_n ) begin
			ff_sdr_ready	<= 1'b0;
		end
		else if( (ff_main_state == c_init_state_wait_mode_register_set) && w_end_of_main_timer ) begin
			ff_sdr_ready	<= 1'b1;
		end
	end
	always @( posedge clk ) begin
		case( ff_main_state )
		c_init_state_begin_first_wait:
			ff_main_timer	<= TIMER_COUNT;
		c_init_state_send_precharge_all:
			ff_main_timer	<= 'd5;
		c_init_state_send_refresh_all1:
			ff_main_timer	<= 'd15;
		c_init_state_send_refresh_all2:
			ff_main_timer	<= 'd15;
		c_init_state_send_mode_register_set:
			ff_main_timer	<= 'd2;
		default:
			if( !w_end_of_main_timer ) begin
				ff_main_timer	<= ff_main_timer - 'd1;
			end
		endcase
	end
	assign w_end_of_main_timer	= (ff_main_timer == 'd0) ? 1'b1 : 1'b0;
	always @( posedge clk ) begin
		if( !reset_n ) begin
			ff_sdr_command		<= c_sdr_command_no_operation;
			ff_sdr_dq_mask		<= 4'b1111;
		end
		else begin
			case( ff_main_state )
			c_init_state_send_precharge_all:
				begin
					ff_sdr_command		<= c_sdr_command_precharge_all;
					ff_sdr_dq_mask		<= 4'b1111;
				end
			c_init_state_send_refresh_all1, c_init_state_send_refresh_all2:
				begin
					ff_sdr_command		<= c_sdr_command_refresh;
					ff_sdr_dq_mask		<= 4'b0000;
				end
			c_init_state_send_mode_register_set:
				begin
					ff_sdr_command		<= c_sdr_command_mode_register_set;
					ff_sdr_dq_mask		<= 4'b1111;
				end
			default:
				if( ff_sdr_ready ) begin
					case( ff_main_state )
					c_main_state_activate:
						if( ff_do_refresh ) begin
							ff_sdr_command		<= c_sdr_command_precharge_all;
							ff_sdr_dq_mask		<= 4'b0000;
						end
						else begin
							ff_sdr_command		<= c_sdr_command_activate;
							ff_sdr_dq_mask		<= 4'b1111;
						end
					c_main_state_read_or_write:
						if( ff_do_refresh ) begin
							ff_sdr_command		<= c_sdr_command_refresh;
							ff_sdr_dq_mask		<= 4'b0000;
						end
						else if( ff_write ) begin
							ff_sdr_command		<= c_sdr_command_write;
							ff_sdr_dq_mask		<= ff_wdata_mask;
						end
						else begin
							ff_sdr_command		<= c_sdr_command_read;
							ff_sdr_dq_mask		<= 4'b0000;
						end
					default:
						begin
							ff_sdr_command		<= c_sdr_command_no_operation;
							ff_sdr_dq_mask		<= 4'b1111;
						end
					endcase
				end
				else begin
					ff_sdr_command		<= c_sdr_command_no_operation;
					ff_sdr_dq_mask		<= 4'b1111;
				end
			endcase
		end
	end
	always @( posedge clk ) begin
		if( !reset_n ) begin
			ff_sdr_bank <= 2'd0;
			ff_sdr_address <= 11'd0;
		end
		else if( !ff_sdr_ready ) begin
			case( ff_main_state )
			c_init_state_send_precharge_all:
				begin
					ff_sdr_bank <= 2'd0;
					ff_sdr_address <= {1'b1, 10'd0};
				end
			default:
				begin
					ff_sdr_bank <= 2'd0;
					ff_sdr_address <= {1'b0, 1'b1, 2'b00, 3'b010, 1'b0, 3'b000};
				end
			endcase
		end
		else begin
			case( ff_main_state )
			c_main_state_activate:
				begin
					ff_sdr_bank <= ff_bank;
					ff_sdr_address <= ff_row_address;
				end
			c_main_state_read_or_write:
				begin
					if( ff_do_refresh ) begin
						ff_sdr_bank <= 2'd0;
						ff_sdr_address <= {1'b1, 10'd0};
					end
					else begin
						ff_sdr_bank <= ff_bank;
						ff_sdr_address <= {1'b1, 2'd0, ff_col_address};
					end
				end
			default:
				;  
			endcase
		end
	end
	always @( posedge clk ) begin
		if( !reset_n ) begin
			ff_sdr_write_data <= 32'd0;  
		end
		else if( ff_main_state == c_main_state_read_or_write ) begin
			ff_sdr_write_data <= ff_wdata;
		end
		else begin
			ff_sdr_write_data <= 32'd0;  
		end
	end
	always @( posedge clk_sdram ) begin
		if( !reset_n ) begin
			ff_sdr_read_data	<= 32'd0;
		end
		else if( ff_main_state == c_main_state_finish ) begin
			ff_sdr_read_data	<= IO_sdram_dq;
		end
	end
	always @( posedge clk ) begin
		if( !reset_n ) begin
			ff_sdr_read_data_en	<= 1'b0;
		end
		else if( ff_main_state == c_main_state_finish ) begin
			ff_sdr_read_data_en	<= ~ff_write & ~ff_do_refresh;
		end
		else if( ff_sdr_read_data_en ) begin
			ff_sdr_read_data_en	<= 1'b0;
		end
	end
	assign O_sdram_clk		= clk_sdram;
	assign O_sdram_cke		= ff_initial_finish;
	assign O_sdram_cs_n		= ff_sdr_command[3];
	assign O_sdram_ras_n	= ff_sdr_command[2];
	assign O_sdram_cas_n	= ff_sdr_command[1];
	assign O_sdram_wen_n	= ff_sdr_command[0];
	assign O_sdram_dqm		= ff_sdr_dq_mask;
	assign O_sdram_ba		= ff_sdr_bank;
	assign O_sdram_addr		= ff_sdr_address;
	assign IO_sdram_dq		= ff_sdr_write_data;
	assign bus_rdata		= ff_sdr_read_data;
	assign bus_rdata_en		= ff_sdr_read_data_en;
endmodule
### run.sh
#!/bin/bash
# OpenROAD 26Q1-2900-gdf79404cd8, Yosys 0.63+post, stock flow scripts
make -C /OpenROAD-flow-scripts/flow DESIGN_CONFIG=/design/flow/config.mk WORK_HOME=/design/flow/orfs finish
==> CHANGELOG.md <==
## Flow update

- XOR-XNOR Cells, Area Fraction: 2.149%
- Placed insts: 1029
- Io pins: 152
- Number of enable flip-flop cells: 15
- Fp_density: 41.05%
- Leading area contributor after synthesis: dfxtp_1
- Unique cell types: 64
- Top cell area share: 46.66%
- Adder Share, Synth: 1.151%
- Fail Step: 4_1_cts
- # Cells Yosys: 743
- Largest family of logic cells by area: simple AND/OR/NAND/NOR gates
- Post-CTS setup buffer count: 0
- Rows: 46
- Top cells by count: 193 x nand2_1, 152 x dfxtp_1, 110 x a21oi_1
- Cell area leaders: dfxtp_1 47%, nand2_1 11%, a21oi_1 8.4%, edfxtp_1 6.9%, and3_1 3.3%
- Quantity of hold-fixing buffers added after cts: 0
- HPWL after DPL: 10500 µm
- Mux frac, synth: 1.688%
- Port Buffers: 117
- Resize count post-CTS: 0
- Primary FF master, synth: dfxtp_1
- Chip height: 129.7 µm
- #FFs+latches synth: 167
- Die X: 129.7 µm
- Most instantiated library cell after synthesis: nand2_1
- Sequential area share after synthesis: 53.57%
- Post-Synth Simple-Gate Area: 21.82%
- Status: aborted with a tool error
- Synthesized area: 0.006521 mm²
- Error: [error] [KeplerFormal.cpp:679] Workflow failed: Iso has multiple drivers: .IO_sdram_dq0, IO_sdram_dq[0]$_SDFF_PN0_.Q0
- GP Congestion: 0.8488
- YS chip area: 0.006521 mm²
- Ys Warns: 1
- Aoi share: 15.20%
- Syn_area_per_cell: 8.777 µm²
- Cells after Synth: 743
- FFs w/ async S/R, synth: 0%
through the flow:
stage                     setup WS [ns]  total power (µW)  hold WS (ns)  utilization [%]  instance area [µm²]
after floorplan                   2.002              1484        0.4162                -                 6521
after global placement            1.733              1635        0.4358            49.14                 7806
after detailed placement          1.733              1642        0.4421            49.14                 7806
cell families after synthesis:
family,Yosys count
buffers and inverters,66
DFF,167
adders and majority gates,6
and+or+nand+nor,310
other,1
xor gates and xnor gates,16
AOI/OAI and AO/OA,166
muxes,11
Power and IR drop assume default switching activity.
